File: run.sh
#!/bin/bash
# OpenROAD 26Q1-2900-gdf79404cd8, Yosys 0.63+post, stock flow scripts
make -C /OpenROAD-flow-scripts/flow DESIGN_CONFIG=/design/flow/config.mk WORK_HOME=/design/flow/orfs finish
File: config.mk
export PLATFORM = sky130hd
export DESIGN_NAME = ALU_16_bit
export DESIGN_NICKNAME = ALU_16_bit
export VERILOG_FILES = /design/flow/design.v
export SDC_FILE = /design/flow/constraint.sdc
export NUM_CORES = 4
export LEC_CHECK = 1
export CORE_UTILIZATION = 40
File: constraint.sdc
current_design ALU_16_bit

set clk_period 86.8
set clk_io_pct 0.2

create_clock -name clk0 -period $clk_period [get_ports {clk}]

set non_clock_inputs [all_inputs -no_clocks]
set_input_delay [expr $clk_period * $clk_io_pct] -clock clk0 $non_clock_inputs
set_output_delay [expr $clk_period * $clk_io_pct] -clock clk0 [all_outputs]
File: design.v
module ALU_16_bit(
input wire [15:0] A,
input wire [15:0] B,
input wire [3:0] ALU_FUN,
input wire clk,
output reg [15:0] ALU_OUT,
output reg Carry_Flag,
output reg Arith_Flag,
output reg Logic_Flag,
output reg CMP_Flag,
output reg Shift_Flag
);
reg [15:0] ALU_OUT_Comb;
always @ (*)
 begin
  Arith_Flag = 0;
  Logic_Flag = 0;
  CMP_Flag = 0;
  Shift_Flag = 0;
  case (ALU_FUN)
    4'b0000: begin
	          {Carry_Flag, ALU_OUT_Comb} = A + B;
	          Arith_Flag = 1; 
			 end
	4'b0001: begin 
	          {Carry_Flag, ALU_OUT_Comb} = A - B;
	          Arith_Flag = 1;
 			 end
	4'b0010: begin 
	          ALU_OUT_Comb = A * B;
	          Arith_Flag = 1; 
			 end
	4'b0011: begin
	          if (B != 16'b0)
	           begin
			    ALU_OUT_Comb = A / B;
				Arith_Flag = 1;
			   end
			  else
			   begin
			    ALU_OUT_Comb = 16'b0;
				Arith_Flag = 1;
			   end
			 end
	4'b0100: begin 
	          ALU_OUT_Comb = A & B;
	          Logic_Flag = 1; 
			 end
	4'b0101: begin
	          ALU_OUT_Comb = A | B;
	          Logic_Flag = 1;
			 end
	4'b0110: begin 
	          ALU_OUT_Comb = ~ (A & B);
	          Logic_Flag = 1;
			 end
	4'b0111: begin
	          ALU_OUT_Comb = ~ (A | B);
	          Logic_Flag = 1;
			 end
	4'b1000: begin
	          ALU_OUT_Comb = A ^ B;
	          Logic_Flag = 1;
			 end
	4'b1001: begin 
	          ALU_OUT_Comb = ~ (A ^ B);
	          Logic_Flag = 1;
			 end
	4'b1010: begin
	          if (A == B)
	           begin
			    ALU_OUT_Comb = 16'b1;
				CMP_Flag = 1;
			   end
			  else
			   begin
			    ALU_OUT_Comb = 16'b0;
				CMP_Flag = 1;
			   end
			 end
	4'b1011: begin
	          if (A > B)
	           begin
			    ALU_OUT_Comb = 16'b10;
				CMP_Flag = 1;
			   end
			  else
			   begin
			    ALU_OUT_Comb = 16'b0;
				CMP_Flag = 1;
			   end
			 end
	4'b1100: begin
	          if (A < B)
	           begin
			    ALU_OUT_Comb = 16'b11;
				CMP_Flag = 1;
			   end
			  else
			   begin
			    ALU_OUT_Comb = 16'b0;
				CMP_Flag = 1;
			   end
			 end
	4'b1101: begin 
	          ALU_OUT_Comb = A >> 1 ;
	          Shift_Flag = 1;
			 end
	4'b1110: begin
           	  ALU_OUT_Comb = A << 1 ;
	          Shift_Flag = 1;
			 end
	default: ALU_OUT_Comb = 16'b0;
  endcase
 end
always @ (posedge clk)
 begin
  ALU_OUT <= ALU_OUT_Comb;
 end 
endmodule
==> reports/metrics.yaml <==
worstSetupPathType: "input port to flop"
drtIter0Drc: 1449
clock.fmax_mhz: 20.9
path_buffers: 6
synth_warnings: 1
top_cell: "ha_1"
holdCritPathClass: "input port to flop"
top_area_cell: "ha_1"
p_leak_uw: 0.00703
grtUsageMet2: 0.485
initial_utilization: 0.410
p_per_area_nw_per_um2: 17.1
ys_area_sq_um: 14300
io_pins: 58
vias: 15064
post_drt_via_cell_ratio: 6.17
cts_tree: "done"
cts_buffers: 3
place_congestion: 1.06
top_area_frac: 0.207
cts_setup_buffers: 0
unclocked_pins: 1
endpoint_kind: "flop"
critPathSlowestCell: "clkdlybuf4s50_1"
drt_wl_total_mm: 56.9
clock_path_buffers: 2
rsz0062_at_grt: "false"
grt_pass1_vias: 14425
grt_first_pass_wirelength_mm: 86.8
nFillCells: 3516
grt_max_degree: 51
syn_area_sq_um: 14300
fin_cells: 2441
yosysCellCount: 1968
cts-htree-levels: 1
clkTransAtPathRegs_ns: 0.08
crit_arrival_ns: 47.99
cts_hold_buf: 0
fin_crit_ns: 47.81
period_used_share: 0.551
fp.dieW_um: 191
core-area_sq_um: 34800
peakVddDrop_mv: 0.0213
overflow: 0
grt_antenna_before_repair: 4
grt_use_met1: 0.447
cts_root_buf: "clkbuf_16"
edf_count: 0
rows: 68
ctsResizeCount: 0
topCellsByArea: "ha_1, fa_1, nand2_1"
hold_viol: 0
gr-max-usage-layer: "met2"
place_ws_ns: 39.31
drive_gt1_frac: 0.0534
fin_ws_ns: 38.99
status: "finished, final reports clean"
drt_first_pass_iters: 7
untimed_endpoints: 2
die_height_um: 191
setup_viol: 0
timing.setup.tns_ns: 0
syn2layout_area_growth_pct: 8.84
cp_top_family: "AND-OR/OR-AND gates"
critPathLaunchType: "input port"
synth.distinct_cells: 85
crit_required_ns: 86.98
port_buffers: 57
cp_max_fo: 18
ys.flops: 17
async_flop_share: 0
avgSynthCellArea_sq_um: 7.25
dp_cells: 2437
route.detailed.drc: 0
detail_route.wl_per_cell_um: 23.3
dieArea_sq_um: 36400
drv_slew: 0
synthFlopType: "dfxtp_1"
cap_violations: 0
grtUsageMet3: 0.0988
cpMostUsedCell: "ha_1"
critPathMaxStageDelay_ns: 0.81
grt_usage: 0.325
common_cells: "ha_1, nand2_1, nor2_1"
slew_headroom: 0.258
tightest_slew_ns: 1.11
warnings: 61
syn_inst: 1968
dpl.hpwl_mm: 44.3
drtAntennaViolNets: 0
diodes: 0
## flip-flops by register name, summed over array words and instances (netlist names)
signal,flops
ALU_OUT,16
Carry_Flag,1
## metrics by stage
stage | hold slack, ns | total power (uW) | area, sq um | util
2_1_floorplan | 17.62 | 175 | 14300 | -
3_3_place_gp | 18.02 | 248 | 15400 | 0.443
3_5_place_dp | 18.02 | 248 | 15400 | 0.443
4_1_cts | 17.97 | 262 | 15500 | 0.446
5_1_grt | 18.03 | 288 | 15500 | 0.446
6_report | 18.00 | 265 | 15500 | 0.446
## cells by family (layout without fill, tap and decap cells)
kind of cell	Yosys count	after routing	synth area share
AOI/OAI and AO/OA	591	591	0.287
xor gates and xnor gates	110	110	0.0676
adders and majority gates	318	318	0.322
buffers and inverters	281	299	0.0744
DFF	16	16	0.0225
latches	1	1	0.00105
muxes	37	37	0.0282
and+or+nand+nor	614	614	0.197
## power by group
part	total, uW	internal, uW	switching, uW
clock	11.9	7.09	4.85
sequential	10.2	9.54	0.637
combinational	243	97.2	145
total	265	114	151
## cell type report
class,count,area (sq um),area share
flip-flops and latches,17,335,0.0216
inverters,189,709,0.0457
multi-input cells,1670,12900,0.830
clock buffers,4,88.8,0.00572
well taps,455,569,0.0367
repair buffers,106,933,0.0601
## cells in the final DEF, fill, tap and decap left out, types with 12 or more instances in the layout
| master | count |
|---|---|
| inv_1 | 185 |
| nand2_1 | 204 |
| a31oi_1 | 20 |
| fa_1 | 82 |
| ha_1 | 236 |
| a21o_1 | 48 |
| nor2b_1 | 26 |
| nand3_1 | 26 |
| or2_2 | 14 |
| o21ai_0 | 86 |
| a22oi_1 | 18 |
| mux2i_1 | 18 |
| o31ai_1 | 16 |
| clkdlybuf4s50_1 | 56 |
| nor4_1 | 14 |
| xnor2_1 | 77 |
| o211ai_1 | 34 |
| nor2_1 | 186 |
| xor2_1 | 33 |
| mux2_2 | 17 |
| nand2b_1 | 12 |
| or3_1 | 20 |
| dfxtp_1 | 16 |
| buf_4 | 49 |
| a21oi_1 | 134 |
| nor3_1 | 58 |
| o21a_1 | 49 |
| a211oi_1 | 25 |
| and3_1 | 12 |
## final timing paths
path       start    endpoint  slack [ns]  depth (start not counted)
max         B[6]  ALU_OUT[0]       38.99                        114
min   ALU_FUN[1]  ALU_OUT[1]       18.00                          5
## routing by layer
layer	vias to the layer above	share of wire
met5	-	0.00035
li1	7136	-
met2	695	0.42
met3	137	0.11
met4	4	0.043
met1	7092	0.43
Power is estimated from default activity; no workload was simulated.
